File: flow/run.sh
#!/bin/bash
# OpenROAD 26Q1-2900-gdf79404cd8, Yosys 0.63+post, stock flow scripts
make -C /OpenROAD-flow-scripts/flow DESIGN_CONFIG=/design/flow/config.mk WORK_HOME=/design/flow/orfs finish
File: flow/config.mk
export PLATFORM = sky130hd
export DESIGN_NAME = counter
export DESIGN_NICKNAME = counter
export VERILOG_FILES = /design/flow/design.v
export SDC_FILE = /design/flow/constraint.sdc
export NUM_CORES = 4
export LEC_CHECK = 1
export CORE_AREA = 10 10 70 70
export DIE_AREA = 0 0 80 80
File: flow/constraint.sdc
current_design counter

set clk_period 1.7
set clk_io_pct 0.2

create_clock -name clk0 -period $clk_period [get_ports {clk}]

set non_clock_inputs [all_inputs -no_clocks]
set_input_delay [expr $clk_period * $clk_io_pct] -clock clk0 $non_clock_inputs
set_output_delay [expr $clk_period * $clk_io_pct] -clock clk0 [all_outputs]
File: flow/design.v
module counter (
    input clk,
    input clk_enable,
    input rst,
    output reg [5:0] current_count   
);
  localparam  COUNTER_MAX_COUNT = 6'b111111;
  localparam COUNTER_MIN_COUNT = 6'b000000;
  always @(posedge clk or posedge rst) begin
    if (rst == 1) begin
      current_count <= COUNTER_MAX_COUNT;
    end else begin
      if (clk_enable == 1) begin
        if (current_count >= COUNTER_MAX_COUNT) begin
          current_count <= COUNTER_MIN_COUNT;
        end else begin
          current_count <= current_count + 1;
        end
      end
    end
  end
endmodule
==> job_summary.md <==
### Metrics collected by this job

| Metric | Value |
|---|---|
| Cell class contributing the biggest share of worst-path delay | `flip-flops` |
| CTS Root Cell | `clkbuf_4` |
| Sw frac | `around 29%` |
| CTS tree | `built` |
| Cell type with the largest total area | `dfstp_2` |
| Post-synth EDFFs | `0` |
| Core area | `around 0.0034 mm2` |
| Fin crit period | `~1600 ps` |
| Critical path buffers and inverters | `1` |
| Routed WL | `roughly 620 um` |
| Nature of the critical path startpoint | `register` |
| Hold Path Depth | `1` |
| Top cell area share | `55.3%` |
| Top reg by flops | `current_count` |
| Rows | `21` |
| LEAKAGE | `~0.16 nW` |
| Skew final | `around 6.6 ps` |
| Worst R2R End | `current_count[1]$_DFFE_PP1P_` |
| Worst flop-to-flop path startpoint | `current_count[0]$_DFFE_PP1P_` |
| Area Overhead vs Synth | `58.8%` |
| Yosys chip area | `between 200 and 300 um2` |
| RSZ-0062 raised after global routing | `false` |
| WL per Instance | `7.48 um` |
| Cells along the critical path | `clkdlybuf4s50_1` |
| Layout cells sized above 1 | `roughly a third` |
| Tally of OpenROAD warnings | `25` |
| Synth top cell by count | `dfstp_2` |
| Pins over their slew limit | `0` |
| Post-Syn Area | `between 200 and 300 um2` |
| # DRC | `0` |
| Sequential element share of the synthesized area | `about 55%` |
| Critical path depth in cells | `1` |
| Max incr delay on CP | `between 500 and 600 ps` |
| First-pass GRT wire length | `about 1.1 mm` |
| F_max | `between 600 and 700 MHz` |
| Routed Antenna Nets | `0` |
| WHS Endpoint | `current_count[4]$_DFFE_PP1P_` |
| Hold Startpoint | `current_count[4]$_DFFE_PP1P_` |
| Design Area, Final | `between 400 and 500 um2` |
| Critical path endpoint category | `output pin` |
| Worst reg2reg setup slack | `550 ps` |
| Outcome | `complete, no violations` |
| Power density cells | `around 1800 mW/mm2` |
| Final tally of setup violations | `0` |
| CTS resizes | `0` |
| Clk sinks | `6` |
| Worst IR Drop VDD | `~330 uV` |
| Top cells by area | `dfstp_2 (55%), xnor2_1 (9.2%), ha_1 (4.4%)` |
| FF+latch count, synth | `6` |
| IO Pins | `9` |
| Worst slew pin tran | `about 250 ps` |
| Pre-Place Util | `about 8.4%` |
| Die height | `roughly 80 um` |
| Pre-antenna DRT Iters | `3` |
| # H-tree levels | `1` |
| Mapped Cells | `25` |
| Gpl congestion | `between 0.7 and 0.8` |
| Clk slew on worst S/H paths | `approximately 50 ps` |
| CP Data Required Time | `1360 ps` |
| Synth unique cells | `13` |
| Arr. time, crit path | `between 1000 and 1500 ps` |
| DR vias/cell | `around 2.8` |
| Worst reg2reg path depth | `2` |
| Via count | `between 200 and 250` |
| Clock Power Share | `about 16%` |
| MaxCap Viol Count | `0` |
| Crit Path Max Fanout | `5` |
| Max Buffers Root-to-Sink | `2` |
| Hold/Removal Path Class | `register to register` |
| Flop pwr share | `between 40% and 50%` |
| Commonest cells in the netlist | `dfstp_2 (6), nand2_1 (3), nor2_1 (3), xnor2_1 (3), nand4_1 (2)` |
| 1st-iter DRT viols | `5` |
| Comb pwr share | `~38%` |
| Number of cells in Yosys stat | `25` |
| Finished Layout Cells | `83` |
| Die Width | `approximately 80 um` |
| Clk latency late pin | `250 ps` |
| Post-synth ARST share | `around 100%` |
| Final Cycle Share | `between 90 and 100%` |
| Port bufs | `8` |
| Syn Area/Cell | `around 11 um2` |
| Ys flop type | `dfstp_2` |
| Largest register FFs | `6` |
| Antenna violations before repair | `0` |
| Crit-path slowest cell | `dfstp_2` |
| Overflow after GRT | `0` |
| Gr usage total | `under 10%` |
| Number of fillers in the final layout | `slightly below 400` |
| Yosys warning tally | `1` |
| CTS Buf Count | `3` |
| Worst rel slew slack | `83.3%` |
| Critical path type | `register to output pin` |
| Antenna Cells | `0` |
| Largest regs | `current_count: 6 flops` |
| Fin. Hold Viols | `0` |
| NetSw | `between 200 and 250 uW` |
| Power Internal | `roughly 570 uW` |
| DP Area | `~420 um2` |
| Largest net degree at the start of global routing | `7` |
| Via count of the first global-routing pass | `252` |
| Final HPWL DP | `499 um` |
| Final Hold Slack | `between 400 and 500 ps` |
| Placed Cells | `79` |
| Die area | `between 0.006 and 0.007 mm2` |
| TNS Setup | `0 ps` |
==> how the worst max path moves through the flow <==
stage	from	endpoint	slack (ps)
global route	current_count[1]$_DFFE_PP1P_	current_count[1]	0.3
CTS	current_count[2]$_DFFE_PP1P_	current_count[2]	40
finish	current_count[2]$_DFFE_PP1P_	current_count[2]	60
==> layout make-up <==
class,instances,area [um2],share of cell area (%)
Timing Repair Buffer,9,87.6,19.3
Clock buffer,3,22.5,4.97
Sequential cell,6,158,34.8
Tap cell,46,57.6,12.7
Inverter,1,3.75,0.829
Multi-Input combinational cell,18,124,27.3
==> layer usage <==
layer | vias to the layer above | share of wire [%] | GRT usage, %
met5 | - | 0 | 0
met4 | 0 | 0.97 | 0.352
met3 | 2 | 15 | 2.39
met2 | 7 | 44 | 3.05
met1 | 114 | 40 | 2.35
li1 | 111 | - | -
==> timing repair <==
item / 4_1_cts / 5_1_grt
hold buffers: 0 / 0
setup buffers: 0 / 1
endpoints found under the setup margin: 0 / 1
==> logic make-up (layout without fill, tap and decap cells) <==
family                   after synthesis  in the layout  share of synthesized area, %
adder cells (fa/ha/maj)                1              1                          4.39
AND-OR/OR-AND                          3              3                          6.14
XOR/XNOR                               4              4                          12.3
buffers and inverters                  1             13                          1.31
multiplexers                           1              1                          3.95
flip-flops                             6              6                          55.3
AND/OR/NAND/NOR                        9              9                          16.7
==> cell usage in the layout (no fill, tap or decap), types with 2 or more instances in the layout <==
cell	count
dfstp_2	6
nand4_1	2
clkbuf_4	3
xnor2_1	3
nor2_1	3
clkdlybuf4s50_1	8
nand2_1	3
==> through the flow <==
stage	worst slack, ps	utilization [%]	total power, mW
2_1_floorplan	602	-	0.477
3_3_place_gp	241	12.4	0.663
3_5_place_dp	231	12.4	0.670
4_1_cts	37.9	13.0	0.809
5_1_grt	0.271	13.3	0.889
6_report	63.3	13.3	0.805
==> power by group through the flow <==
| stage | logic, mW | registers [mW] | clock network [mW] |
|---|---|---|---|
| after CTS | 0.299 | 0.373 | 0.137 |
| after global routing | 0.352 | 0.389 | 0.148 |
| final | 0.304 | 0.370 | 0.131 |
Power is estimated from default activity; no workload was simulated.
